==> config.mk <==
export PLATFORM = sky130hd
export DESIGN_NAME = addALU
export DESIGN_NICKNAME = addALU
export VERILOG_FILES = /design/flow/design.v
export SDC_FILE = /design/flow/constraint.sdc
export NUM_CORES = 4
export LEC_CHECK = 1
export CORE_AREA = 10 10 94 94
export DIE_AREA = 0 0 104 104
==> constraint.sdc <==
current_design addALU

set clk_period 24.1
set clk_io_pct 0.2

create_clock -name clk0 -period $clk_period

set non_clock_inputs [all_inputs -no_clocks]
set_input_delay [expr $clk_period * $clk_io_pct] -clock clk0 $non_clock_inputs
set_output_delay [expr $clk_period * $clk_io_pct] -clock clk0 [all_outputs]
==> design.v <==
module addALU(PCout, offset, increPC); 
  localparam addr_bus_size = 32;  
  input[addr_bus_size-1:0] PCout, offset; 
  output reg[addr_bus_size-1:0] increPC; 
  always @* increPC = PCout + offset; 
endmodule  
==> run.sh <==
#!/bin/bash
# OpenROAD 26Q1-2900-gdf79404cd8, Yosys 0.63+post, stock flow scripts
make -C /OpenROAD-flow-scripts/flow DESIGN_CONFIG=/design/flow/config.mk WORK_HOME=/design/flow/orfs finish
==> impl_metrics.json <==
{
  "core_mm2": 0.006832,
  "totalWireLength_mm": 5.804,
  "met3WireLength_um": 306,
  "endpoint_kind": "primary output",
  "cts_resized": 0,
  "vias": 2058,
  "place.gp.congestion": 0.8019,
  "drive_above_1_share_pct": 3.067,
  "die_w_um": 104,
  "p_sw_mw": 0.03158,
  "min_from": "PCout[0]",
  "rsz0062_at_grt": "no",
  "grt_use_total_pct": 10.42,
  "sw_frac_of_total_pct": 39.55,
  "setup_tns_ps": 0,
  "grt_pass1_vias": 2095,
  "topCellsByArea": "ha_1, a21oi_1, a21o_1, xor2_1, xnor2_1",
  "powerDensity_mw_per_mm2": 28.71,
  "n_antenna_cell": 0,
  "port_buffers": 96,
  "fp-row-count": 30,
  "ios": 96,
  "cap_violations": 0,
  "wl_per_cell_um": 13.75,
  "period_used_pct": 52.27,
  "clockPowerShare_pct": 0,
  "antenna_found_initial": 0,
  "p_seq_share_pct": 0,
  "final_antenna_net_count": 0,
  "fp-utilization_pct": 25.53,
  "vias_per_cell": 4.877,
  "synth.yosys.warnings": 1,
  "routed.top_layer": "met3",
  "syn_inst": 241,
  "ys_area_mm2": 0.001744,
  "top_area_share_pct": 22.24,
  "syn_area_mm2": 0.001744,
  "combPwrFrac_pct": 100.0,
  "drc": 0,
  "holdBufCountCts": 0,
  "period_needed_ps": 12600,
  "cp-start-kind": "input port",
  "die_area_mm2": 0.01082,
  "grt_pass1_wl_mm": 9.901,
  "finalSetupViolations": 0,
  "common_cells": "ha_1, a21oi_1, a21o_1, nand2_1, xor2_1",
  "vdd_drop_max_mv": 0.01328,
  "ys_types": 50,
  "overflow": 0,
  "holdPathStages": 3,
  "syn2layout_area_growth_pct": 59.47,
  "final_hold_viol_count": 0,
  "drt_first_pass_iters": 4,
  "grt_start_max_net_pins": 11,
  "synth_area_leader_cell": "ha_1",
  "die_h_um": 104,
  "routed-wl-met2_mm": 2.609,
  "critPathKind": "input port to primary output",
  "most_common_cell": "ha_1",
  "worst_pin_slew_ps": 501.6,
  "p_leak_nw": 1.176,
  "outcome": "completed",
  "final_max_slew_viol_count": 0,
  "stdcell_area_mm2": 0.002781,
  "crit_fanout": 4,
  "cp_data_required_time_ps": 19280,
  "startpoint": "offset[0]",
  "yosys_cells": 241,
  "ys_seq_share_pct": 0,
  "placed_area_mm2": 0.002781,
  "clkbuf_count": 0,
  "hold_class": "input port to primary output",
  "place_hpwl_mm": 5.151,
  "warning_count": 32,
  "slew_headroom_pct": 65.69,
  "drtIter0Drc": 61,
  "fmax_ghz": 0.07939,
  "avgSynthCellArea_um2": 7.237,
  "p_int_mw": 0.04828,
  "m1WireLength_mm": 2.888,
  "seq_cell_count": 0,
  "post_cts_buffers": 0,
  "ff_latch_area_um2": 0,
  "cp.arrival_ps": 7780
}
-- worst max-delay path, cell delays in order --
cell and delay (ps):
clkdlybuf4s50_1 400, ha_1 240, fa_1 410, a21o_1 220, a31o_2 280, nand3_1 90, o221ai_1 250, a311oi_1 340
o21bai_1 100, xor2_1 120, clkdlybuf4s50_1 500
-- area by class of cell --
type	instances	area (um2)
fillers	725	4050
well taps	96	120.1
multi-input cells	224	1678
repair buffers	96	960.9
inverters	6	22.52
-- cells by family (layout without fill, tap and decap cells) --
family / after synthesis / after routing / share of synthesized area, %
AOI/OAI and AO/OA: 97 / 97 / 39.31
and+or+nand+nor: 65 / 65 / 18.29
adders and majority gates: 32 / 32 / 23.39
muxes: 2 / 2 / 1.148
xor gates and xnor gates: 28 / 28 / 14.06
buffers and inverters: 17 / 102 / 3.802
-- cell usage in the layout, fill, tap and decap left out, types with 4 or more instances in the layout --
cell             Yosys  routed
a21o_1              19      19
a21oi_1             29      29
clkdlybuf4s50_1      0      96
ha_1                31      31
inv_1                6       6
nand2_1             18      18
nand3_1             10      10
nand4_1              8       8
nor2_1              12      12
nor3_1               4       4
o21ai_0             13      13
o21bai_1             4       4
xnor2_1             13      13
xor2_1              15      15
-- path summary, 6_finish.rpt --
check                endpoint  slack (ps)
setup / recovery  increPC[26]       11500
hold / removal     increPC[0]       10670
-- layer usage --
metal / vias to the layer above / global-route usage, %
li1: 1091 / -
met1: 913 / 14.49
met2: 54 / 17.21
met3: 0 / 2.068
met4: 0 / 0
met5: - / 0
-- power groups by stage --
stage	logic (mW)	registers [mW]	clock network (mW)
CTS	0.0814	0	0
global route	0.0891	0	0
finish	0.0799	0	0
-- through the flow --
step	setup slack, ps	cells	utilization [%]	total power, mW	hold WS (ps)
2_1_floorplan	12630	241	-	0.03854	9712
3_3_place_gp	11540	422	40.71	0.08108	10670
3_5_place_dp	11490	422	40.71	0.08080	10670
4_1_cts	11470	422	40.71	0.08145	10670
5_1_grt	11310	422	40.71	0.08911	10700
6_report	11500	422	40.71	0.07987	10670
No activity file was given, so power comes from the tool's default toggle rates.
