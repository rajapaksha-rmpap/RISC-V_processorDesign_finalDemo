File: flow/config.mk
export PLATFORM = sky130hd
export DESIGN_NAME = ALU
export DESIGN_NICKNAME = ALU
export VERILOG_FILES = /design/flow/design.v
export SDC_FILE = /design/flow/constraint.sdc
export NUM_CORES = 4
export LEC_CHECK = 1
export CORE_UTILIZATION = 40
File: flow/constraint.sdc
current_design ALU

set clk_period 19.2
set clk_io_pct 0.2

create_clock -name clk0 -period $clk_period

set non_clock_inputs [all_inputs -no_clocks]
set_input_delay [expr $clk_period * $clk_io_pct] -clock clk0 $non_clock_inputs
set_output_delay [expr $clk_period * $clk_io_pct] -clock clk0 [all_outputs]
File: flow/design.v
module ALU(data1, data2, ALUopr, SUBorSRA, ALUout, z); 
  localparam bus_size = 32; 
  input[bus_size-1:0] data1, data2; 
  input[2:0] ALUopr; 
  input SUBorSRA; 
  output reg[bus_size-1:0] ALUout; 
  output reg z; 
  reg signed[bus_size-1:0] data_s1, data_s2; 
  always @(data1, data2, ALUopr, SUBorSRA) begin 
    case (ALUopr)
      (3'b000): begin 
        if (SUBorSRA == 1'b0) 
          ALUout = data1 + data2;  
        else 
          ALUout = data1 - data2;  
        end 
      (3'b111): ALUout = data1 & data2;  
      (3'b110): ALUout = data1 | data2;  
      (3'b100): ALUout = data1 ^ data2;  
      (3'b010): begin  
        data_s1 = data1; 
        data_s2 = data2; 
        if (data_s1 < data_s2) ALUout = 1; 
        else ALUout = 0;  
      end 
      (3'b011): begin  
        if (data1 < data2) ALUout = 1; 
        else ALUout = 0; 
      end 
      (3'b001): ALUout = data1 << data2[4:0];  
      (3'b101): begin 
        if (SUBorSRA == 1'b0) 
          ALUout = data1 >> data2[4:0];       
        else begin 
          data_s1 = data1; 
          data_s2 = data2; 
          ALUout = data_s1 >>> data_s2[4:0];  
        end 
      end 
    endcase 
    z = !(|ALUout);  
  end 
endmodule  
File: flow/run.sh
#!/bin/bash
# OpenROAD 26Q1-2900-gdf79404cd8, Yosys 0.63+post, stock flow scripts
make -C /OpenROAD-flow-scripts/flow DESIGN_CONFIG=/design/flow/config.mk WORK_HOME=/design/flow/orfs finish
==> out/results.ini <==
[routing]
avgRoutedWirePerCell_um=28.0
dr.pass1.iters=6
wl_mm=46.7
dr_total_vias=11300
viasPerCell=6.75
antenna_cells=0
drc_errors=0
drtIter0Drc=1139
ant_nets=0

[timing]
fin_ws_ns=6.32
fin_hold_ws_ns=8.81
max_freq_mhz=77.6
grt_setup_unrepaired=false
setup_tns_ns=0
drv_slew=0
fin_crit_ns=12.88
final_hold_viol_count=0
period_used_pct=67.1
relSlewSlack_pct=45.2
finalSetupViolations=0
worst_pin_slew_ns=0.819

[synth]
yosys_warnings=1
ys_cells=1359
ys_area_um2=9190
top_cells_by_area=ha_1 13%, mux4_2 9.3%, o21ai_0 7.5%, nand2_1 7.1%, a21oi_1 6.3%
ys_top_cells_by_count=174 x nand2_1, 137 x o21ai_0, 115 x a21oi_1
yosysTopAreaCellShare_pct=13.2
synth_seq_share_pct=0
synth_area_um2=9190
ys_types=92
yosys.cell_count.top_type=nand2_1
synth_top_cell_by_area=ha_1
synthCells=1359
syn_area_per_cell_um2=6.76

[worst_setup_path]
crit_family=AND-OR/OR-AND gates
critical_path_buf_inv_count=4
critPathMaxStageDelay_ns=0.73
cp_cell_sequence=clkdlybuf4s50_1 > inv_1 > ha_1 > inv_1 > o41a_1 > a211o_1 > a2111oi_1 > a311oi_1 > o21ai_0 > xnor2_1 > o21ai_0 > or3_1 > nor4_1 > and4b_1 > clkdlybuf4s50_1
arrival_ns=9.04
crit_required_ns=15.36
critPathCaptureType=output port
crit_fanout=11
crit_path_start_kind=primary input
critPathKind=primary input to output port
critPathSlowestCell=clkdlybuf4s50_1

[floorplanning]
die_h_um=154
die_w_um=154
coreArea_um2=22600
fp_util_pct=40.7
pin_count=101
num_rows=55
dieArea_um2=23600

[finish]
flops=0
nClkBuffers=0
area_delta_synth_final_pct=11.7
seq_area_um2=0
drive_above_1_share_pct=8.53
final_cells=1669
fillers=2390
fin_area_um2=10300

[clock_network]
hold_buffers=0
postCtsSetupBuffers=0
cts_resized=0

[placement]
pre_cts_slack_ns=6.36
port_buffers=101
place.gp.congestion=1.06
placed_area_um2=10300
hpwl_mm=36.7
dpl.cell_count=1669

[power]
cellPowerDensity_nw_per_um2=32.4
p_leak_nw=4.19
ir_worst_vdd_v=0.0000116
power_frac_seq_pct=0
p_sw_mw=0.206
power.share.clock_pct=0
pwr-share-comb_pct=100.0
internal-power_mw=0.126
sw_frac_of_total_pct=62.1

[global_routing]
antenna_found_initial=0
grt_max_degree=56
grt_usage_pct=39.9
grt_first_pass_wirelength_mm=69.0
grt_pass1_vias=10500
grt_overflow_total=0

[job]
drv_cap=0
warnings=97

[hold_path]
min_to=ALUout[1]
hold_path_startpoint=data2[3]
hold_class=primary input to output port
hold_depth=5

[outcome]
status=finished, final reports clean

-- power by group through the flow --
| stage | logic [mW] | registers (mW) | clock network [mW] |
|---|---|---|---|
| after CTS | 0.323 | 0 | 0 |
| after global routing | 0.354 | 0 | 0 |
| final | 0.332 | 0 | 0 |
-- worst max path at each step --
stage             from  endpoint  slack, ns  cells after the start
finish        data1[9]         z       6.32                     15
CTS           data1[9]         z       6.35                     15
global route  data1[9]         z       5.96                     15
-- metal layers --
metal  wire length [um]  up-vias  part of all wire [%]  global-route usage, %
met4               1900        0                   4.1                   13.4
met1              19600     5348                    42                   56.7
met5                  0        -                     0                      0
met3               4940      110                    11                   8.76
met2              20300      665                    43                   60.0
li1                   -     5137                     -                      -
-- metrics by stage --
stage / total power, mW / util (%)
after floorplan: 0.197 / -
after global placement: 0.324 / 45.5
after detailed placement: 0.321 / 45.5
after CTS: 0.323 / 45.5
after global routing: 0.354 / 45.5
final: 0.332 / 45.5
-- cells in the final DEF (no fill, tap or decap), types with 13 or more instances in the layout --
cell,netlist,routed
nand2_1,174,174
o21ai_0,137,137
a21oi_1,115,115
inv_1,99,98
ha_1,97,97
clkdlybuf4s50_1,0,95
nor2_1,94,94
mux2i_1,50,50
mux4_2,38,38
o211ai_1,34,34
buf_4,3,30
a211oi_1,29,29
nand3_1,25,25
nor3_1,24,23
a21o_1,21,21
xnor2_1,20,20
nor4_1,20,20
mux2_2,15,15
nor2b_1,14,14
o221ai_1,14,14
a22oi_1,13,13
-- layout make-up --
cell class	instances	area [um2]	share of cell area, %
multi-input cells	1154	8330	81.2
repair buffers	130	1200	11.7
inverters	100	375	3.66
well taps	285	357	3.47
-- kinds of logic (layout without fill, tap and decap cells) --
group	Yosys count	in the layout	share of synthesized area, %
adders and majority gates	99	99	13.6
buffers and inverters	205	230	9.41
and+or+nand+nor	420	420	21.2
AOI/OAI and AO/OA	507	507	36.4
muxes	106	106	17.3
xor gates and xnor gates	22	22	2.10
Power and IR drop assume default switching activity.
