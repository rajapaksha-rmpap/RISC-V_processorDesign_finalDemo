### design/flow/config.mk
export PLATFORM = sky130hd
export DESIGN_NAME = instrMem
export DESIGN_NICKNAME = instrMem
export VERILOG_FILES = /design/flow/design.v
export SDC_FILE = /design/flow/constraint.sdc
export NUM_CORES = 4
export LEC_CHECK = 1
export CORE_AREA = 10 10 71 71
export DIE_AREA = 0 0 81 81
### design/flow/constraint.sdc
current_design instrMem

set clk_period 1.9
set clk_io_pct 0.2

create_clock -name clk0 -period $clk_period

set non_clock_inputs [all_inputs -no_clocks]
set_input_delay [expr $clk_period * $clk_io_pct] -clock clk0 $non_clock_inputs
set_output_delay [expr $clk_period * $clk_io_pct] -clock clk0 [all_outputs]
### design/flow/design.v
module instrMem(instrAddr, instr); 
	input[31:0] instrAddr; 
	output reg[31:0] instr; 
	reg[31:0] memory[31:0];  
	integer i; 
	initial begin 
	  for (i=0; i<=31; i=i+1) begin 
	    memory[i] = 32'b0000000_00000_00000_000_00000_0010011;  
	  end 
		memory[0] = 32'b0000000_00001_00000_000_00001_0010011;  
		memory[1] = 32'b0000000_00010_00000_000_00010_0010011;  
		memory[2] = 32'b0000000_00011_00000_000_00011_0010011;  
		memory[3] = 32'b0000000_00011_00001_000_00100_0110011;  
		memory[4] = 32'b0100000_00011_00100_000_00101_0110011;  
		memory[5] = 32'b0000000_00101_00100_110_00110_0110011;  
		memory[6] = 32'b0000000_00110_00101_100_01000_1100011;  
		memory[8] = 32'b0000000_00001_00101_001_00101_0010011;  
		memory[9] = 32'b0000000_00001_00100_101_00100_0010011;  
		memory[10] = 32'b0000001_00100_00101_000_11100_1100011; 
		memory[25] = 32'b0000000_00110_00001_010_00011_0100011; 
		memory[27] = 32'b1111111_11111_00110_010_00111_0000011; 
		memory[28] = 32'b1111111_11111_00110_010_00111_0000011; 
		memory[29] = 32'b00000000000000000001_01000_0010111;	  
		memory[30] = 32'b1_1111000100_1_11111111_00101_1101111; 
	end 
	always @(*) begin 
		instr <= memory[instrAddr[6:2]]; 
	end 
endmodule  
### design/flow/run.sh
#!/bin/bash
# OpenROAD 26Q1-2900-gdf79404cd8, Yosys 0.63+post, stock flow scripts
make -C /OpenROAD-flow-scripts/flow DESIGN_CONFIG=/design/flow/config.mk WORK_HOME=/design/flow/orfs finish
==> out/metrics.cfg <==
[yosys]
avgSynthCellArea_sq_um = 7.68
yosys_warnings = 1
synthMuxAreaShare_pct = 6.13
synth.top_cell.area_share_pct = 19.2
ys_top_logic_family = AND-OR/OR-AND gates
syn_inst = 85
top_area_cell = ha_1
simple_gate_share_pct = 23.2
synth_area_sq_um = 653
top_cells_by_count = 11 x buf_4, 10 x ha_1, 5 x inv_1, 5 x nand2_1, 5 x nor2_1
xor_share_pct = 0
synth-adder-area-share_pct = 19.2
most_common_cell = buf_4
ys_sh_aoi_pct = 27.8
yosysUniqueCellTypes = 34
area_leaders = ha_1 19%, buf_4 13%, nand4bb_1 6.9%
ys_cells = 85
ys_seq_share_pct = 0
yosysChipArea_sq_um = 653

[sta]
rsz0062_at_grt = yes
finalCriticalPeriod_ps = 2030
finalMaxSlewViolations = 0
finalSetupViolations = 16
timing.fmax_ghz = 0.492
hold_violations = 0
setup_ws_ps = -131
fin_crit_sh_pct = 107
whs_ps = 1230

[grt]
grt_use_total_pct = 7.54
antenna_found_initial = 0
overflow = 0
grt_pass1_vias = 864
grt_max_degree = 19
grt_pass1_wl_um = 4190

[run]
warnings = 68
max_cap_violations = 0

[routing]
avgRoutedWirePerCell_um = 14.1
drt_first_pass_iters = 4
ant_nets = 0
vias = 845
n_antenna_cell = 0
wl_um = 2670
drc = 0
drt-initial-drc-count = 15
viasPerCell = 4.47

[outcome]
violations = setup timing
outcome = finished, violations left

[final_layout]
clkbuf_count = 0
area_growth_pct = 119
fillCellCount = 350
flops = 0
regArea_sq_um = 0
final_cell_area_sq_mm = 0.00143
drive_above_1_share_pct = 70.2

[power_and_ir_drop]
p_clk_share_pct = 0
seq_power_share_pct = 0
p_total_mw = 0.285
swShare_pct = 42.9
power_frac_comb_pct = 100.0
p_int_mw = 0.163
ir_drop_uv = 100
p_leak_nw = 0.659
power_density_mw_per_mm2 = 199
p_sw_mw = 0.122

[die]
io_pins = 64
fp.dieW_um = 81
fp_util_pct = 18.0
core-area_sq_mm = 0.00363
rows = 22
die_area_sq_mm = 0.00656
die_height_um = 81

[placed_design]
io_buffers = 35
place_congestion = 0.888
hpwl_um = 1730
dpl-instance-area_sq_mm = 0.00107

[min_path]
min_path_type = in -> out

[clock_network]
cts_hold_buf = 0

[critical_path]
cp.required_ps = 1520
cp-endpoint = instr[20]
arrival_ps = 1650
cp-end-kind = output port
cp_max_fo = 5
crit_start = instrAddr[2]
start_kind = input pin
worstSetupPathType = in -> out

[power by group through the flow]
stage	Combinational [mW]	Clock [mW]	Sequential, mW
after CTS	0.256	0	0
after global routing	0.307	0	0
final	0.285	0	0
[worst max-delay path, stage by stage]
cell	delay, ps
buf_8	80
buf_6	90
clkinvlp_4	180
ha_4	240
o211a_4	240
buf_6	110
a211o_1	210
buf_2	110
[worst min-delay path by stage]
stage | start | to | slack (ps) | depth (start not counted)
4_1_cts | instrAddr[6] | instr[12] | 1220 | 4
5_1_grt | instrAddr[6] | instr[12] | 1270 | 4
6_report | instrAddr[6] | instr[12] | 1230 | 4
[cells by family (layout without fill, tap and decap cells)]
| group | Yosys count | count (layout) |
|---|---|---|
| other cells | 1 | 2 |
| fa+ha+maj | 10 | 10 |
| buf+inv | 22 | 77 |
| mux | 4 | 4 |
| compound gates | 24 | 24 |
| simple gates | 24 | 24 |
[per-layer routing]
layer	wire length [um]	part of all wire (%)	up-vias	global-route usage, %
li1	-	-	416	-
met1	1240	46	408	9.56
met2	1340	50	17	14.3
met3	64	2.4	4	0.445
met4	23	0.86	0	0.346
met5	0	0	-	0
[layout make-up]
type	count	area (sq um)	area share [%]
inverter	5	25.0	1.75
timing repair buffer	72	596	41.6
tap	48	60.1	4.20
multi-input combinational	64	751	52.4
[placed cells by master (no fill, tap or decap), types with 2 or more instances in the layout]
master / n
nand4bb_1: 3
clkbuf_2: 4
buf_4: 21
nand2_1: 4
o211ai_1: 4
dlygate4sd2_1: 8
mux2i_1: 2
mux2i_2: 2
buf_6: 22
conb_1: 2
ha_4: 8
nor2_1: 3
buf_2: 15
inv_2: 2
o32ai_2: 2
o22ai_1: 2
ha_1: 2
[repair_timing]
| action | in CTS | in global routing |
|---|---|---|
| endpoints found under the setup margin | 30 | 25 |
| pin swaps | 24 | 6 |
| setup buffers | 16 | 4 |
| gates resized | 144 | 25 |
| cloned | 0 | 0 |
[per-stage QoR]
step           setup TNS [ps]  setup slack (ps)  util, %  cells
2_1_floorplan               0               131        -     86
3_3_place_gp           -20670              -908     29.4    170
3_5_place_dp           -21020              -896     29.4    170
4_1_cts                  -834              -138     37.1    185
5_1_grt                 -2200              -199     39.4    189
6_report                -1020              -131     39.4    189
